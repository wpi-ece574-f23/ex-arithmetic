==> design.v <==
module ps (
    input logic [7:0] a,
    input logic sync,
    input logic clk,
    output logic as
);
    logic [7:0] ra;
    always_ff @(posedge clk)
        if (sync)
            ra <= a;
        else
            ra <= {1'b0, ra[7:1]};
    assign as = ra[0];
endmodule
module sp (
    input logic as,
    input logic sync,
    input logic clk,
    output logic [7:0] a
);
    logic [7:0] ra;
    always_ff @(posedge clk)
        ra <= {as, ra[7:1]};
    assign a = sync ? ra : 8'b0;
endmodule
module serialmuladd (
    input wire a,     
    input wire b,     
    input wire clk,
    input wire sync,
    input wire si,    
    output wire so    
);
    reg carry;
    reg sum;
    wire m;
    assign m = a & b;
    always_ff @(posedge clk)
        if (sync)
            begin
                sum <= m ^ si;
                carry <= m & si;
            end
        else
            begin
                sum <= m ^ si ^ carry;
                carry <= (m & si) | (si & carry) | (carry & m);
            end
    assign so = sum;
endmodule
module topmul (
    input wire [7:0] a,
    input wire [7:0] b,
    output wire [15:0] q,
    input wire clk,
    input wire rst
);
    reg [15:0] ctl;
    wire ctl0, ctl1, ctl2, ctl3;
    always_ff @(posedge clk)
        if (rst)
            ctl <= 16'b1;
        else
            ctl <= {ctl[14:0], ctl[15]};
    assign ctl0 = ctl[0];
    assign ctl1 = ctl[1];
    assign ctl2 = ctl[2];
    assign ctl3 = ctl[3];
    wire as, qs;
    ps ps1(.a({8'b0, a}), .sync(ctl0), .clk(clk), .as(as));
    wire [7:0] sum;
    assign sum[7] = 1'b0;
    serialmuladd M7(.a(as), .b(b[7]), .clk(clk), .sync(ctl1), .si(sum[7]), .so(sum[6]));
    serialmuladd M6(.a(as), .b(b[6]), .clk(clk), .sync(ctl1), .si(sum[6]), .so(sum[5]));
    serialmuladd M5(.a(as), .b(b[5]), .clk(clk), .sync(ctl1), .si(sum[5]), .so(sum[4]));
    serialmuladd M4(.a(as), .b(b[4]), .clk(clk), .sync(ctl1), .si(sum[4]), .so(sum[3]));
    serialmuladd M3(.a(as), .b(b[3]), .clk(clk), .sync(ctl1), .si(sum[3]), .so(sum[2]));
    serialmuladd M2(.a(as), .b(b[2]), .clk(clk), .sync(ctl1), .si(sum[2]), .so(sum[1]));
    serialmuladd M1(.a(as), .b(b[1]), .clk(clk), .sync(ctl1), .si(sum[1]), .so(sum[0]));
    serialmuladd M0(.a(as), .b(b[0]), .clk(clk), .sync(ctl1), .si(sum[0]), .so(qs));
    sp sp1(.as(qs), .sync(ctl2), .clk(clk), .a(q));
endmodule
==> run.sh <==
#!/bin/bash
# OpenROAD 26Q1-2900-gdf79404cd8, Yosys 0.63+post, stock flow scripts
make -C /OpenROAD-flow-scripts/flow DESIGN_CONFIG=/design/flow/config.mk WORK_HOME=/design/flow/orfs finish
==> config.mk <==
export PLATFORM = sky130hd
export DESIGN_NAME = topmul
export DESIGN_NICKNAME = topmul
export VERILOG_FILES = /design/flow/design.v
export SDC_FILE = /design/flow/constraint.sdc
export NUM_CORES = 4
export LEC_CHECK = 1
export CORE_UTILIZATION = 40
==> constraint.sdc <==
current_design topmul

set clk_period 1.9
set clk_io_pct 0.2

create_clock -name clk0 -period $clk_period [get_ports {clk}]

set non_clock_inputs [all_inputs -no_clocks]
set_input_delay [expr $clk_period * $clk_io_pct] -clock clk0 $non_clock_inputs
set_output_delay [expr $clk_period * $clk_io_pct] -clock clk0 [all_outputs]
==> flow_metrics.py <==
# Synthesis and PnR figures
metrics = {
    "status": {
        "outcome": "finished clean",
    },
    "setup_path": {
        "worst_ep_required_time_ps": 1520,
        "path_max_fanout": 9,
        "critPathLaunchType": "flip-flop",
        "cp-startpoint": "ctl[2]$_SDFF_PP0_",
        "worstPathCellList": "and2_1 > clkdlybuf4s50_1",
        "criticalPathCategory": "reg -> out",
        "setup.worst_path.end_class": "output port",
        "critical_path.slowest_cell": "clkdlybuf4s50_1",
        "cp.arrival_ps": 1370,
        "critPathMaxStageDelay_ps": 460,
        "regToRegSetupSlack_ps": 450,
        "rr_startpoint": "ps1.ra[0]$_DFF_P_",
    },
    "sta": {
        "fin_skew_ps": 4.076,
        "unrepaired_setup_endpoints_after_global_routing": "false",
        "final_critical_path_share_of_the_clock_period_pct": 91.98,
        "timing.final.hold_violations": 0,
        "whs_ps": 340.1,
        "final.min_clock_period_ps": 1748,
        "timing.max_slew.rel_slack_pct": 66.23,
        "maxSlewViolCount": 0,
        "timing.final.setup_violations": 0,
        "setup_tns_ps": 0,
        "max_slew.worst_pin.slew_ps": 505.9,
        "max_clock_freq_ghz": 0.5722,
    },
    "cts": {
        "clkSlewWorstSetupHoldPaths_ps": 90,
        "root_buffer": "clkbuf_8",
        "htree_num_levels": 2,
        "max_clock_buf_depth": 2,
        "cts_resized": 0,
        "cts_buffers": 5,
        "cts_tree": "done",
        "numClockSinks": 48,
        "cts-hold-fix-buffers": 0,
        "clock_insertion_delay_worst_skew_ps": 300,
        "cts_post_setup_buffers_inserted": 0,
    },
    "placed_design": {
        "dpl.hpwl_um": 1710,
        "io_buffer_count": 25,
        "gp_congestion": 0.6902,
        "placed_cells_incl_taps": 240,
    },
    "final_layout": {
        "layout.filler_cells": 405,
        "ratio_of_cells_with_drive_above_1_in_the_final_layout_pct": 12.76,
        "top_register": "ctl",
        "mi_logic_area_um2": 743.2,
        "max_reg_flops": 16,
        "largestRegisters": "ctl (16), ps1.ra (8), sp1.ra (8)",
        "regArea_um2": 960.9,
        "layout.cells.non_filler": 248,
        "areaGrowthSynthToFinish_pct": 18.46,
    },
    "synth": {
        "synth_area_per_cell_um2": 11.22,
        "synth_area_um2": 1884,
        "leading_area_contributor_after_synthesis": "dfxtp_1",
        "synthTopCellsByCount": "dfxtp_1, inv_1, nor2b_1, nand2_1",
        "synth-area-yosys_um2": 1884,
        "yosys_warnings": 6,
        "ff_type": "dfxtp_1",
        "yosysTopAreaCellShare_pct": 51.00,
        "synthCells": 168,
        "synth_top_cell_by_count": "dfxtp_1",
        "number_of_different_library_cells_in_the_post_synthesis_netlist": 18,
        "async_reset_ff_share_pct": 0,
        "edf_count": 0,
        "ys_top_cells_by_area": "dfxtp_1, fa_1, mux2_4",
        "yosys_cells": 168,
        "synth_seq_share_pct": 51.00,
        "count_of_state_elements_after_synthesis": 48,
    },
    "grt": {
        "grtUsageTotal_pct": 11.43,
        "antenna_found_initial": 0,
        "grt-ovfl-total": 0,
        "maximum_number_of_pins_on_one_net_before_global_route_repair": 17,
        "first_global_vias": 995,
        "grt_pass1_wl_um": 4353,
    },
    "drt": {
        "drt-total-wl_um": 2470,
        "route.vias.total": 1024,
        "drt_iter0_markers": 31,
        "drt-pass1-iter-count": 19,
        "detail_route.wl_per_cell_um": 9.960,
        "ratio_of_routed_vias_to_standard_cells": 4.129,
        "drt.antenna.violating_nets": 0,
        "antenna-diode-count": 0,
        "remaining_drc_errors": 0,
    },
    "pwr": {
        "cellInternalPower_w": 0.001848,
        "power.share.combinational_pct": 16.2,
        "seq_power_share_pct": 53.8,
        "switchingPower_w": 0.0006072,
        "vdd.ir_drop.worst_uv": 645.9,
        "p_leak_nw": 0.9611,
        "power_density_nw_per_um2": 1100,
        "power.clock.fraction_pct": 30.0,
        "p_sw_share_pct": 24.73,
    },
    "die": {
        "std_cell_rows": 24,
        "initCoreUtil_pct": 42.40,
        "die_w_um": 70.64,
        "dieArea_um2": 4989,
        "number_of_placed_i_o_pins": 34,
        "floorplan.core_area_um2": 4444,
        "die_h_um": 70.64,
    },
    "min_path": {
        "worstHoldStart": "M0.sum$_DFF_P_",
        "worst_hold_path_type": "reg -> reg",
    },
    "job": {
        "maxCapViolCount": 0,
        "tool_warnings": 25,
    },
}
cell usage in the layout, fill, tap and decap left out:
cell type,count
o21ai_0,2
ha_1,8
nor2b_1,14
inv_6,1
dfxtp_1,48
clkinvlp_4,1
bufinv_16,1
mux2_4,8
inv_1,24
o21ai_1,9
and2_4,1
clkdlybuf4s50_1,25
and2_2,7
fa_1,7
buf_4,1
and2_1,9
clkbuf_8,5
conb_1,8
mux2i_1,3
and2b_1,2
nand2_1,11
or2_1,1
cells by family (layout without fill, tap and decap cells):
group	count (synthesis)	in the layout	share of synthesized area, %
DFF	48	48	51.00
muxes	11	11	7.968
buffers and inverters	37	58	10.96
AOI/OAI and AO/OA	11	11	2.921
and+or+nand+nor	45	45	14.21
adders and majority gates	15	15	12.75
other	1	8	0.1990
per-stage QoR:
stage                     setup WS (ps)  total power, W  instance area [um^2]  utilization [%]
final                             152.3        0.002455                  2232            50.23
after global routing              29.73        0.002632                  2232            50.23
after CTS                         114.8        0.002499                  2232            50.23
after detailed placement          137.1        0.001746                  2117            47.64
after global placement            137.6        0.001718                  2117            47.64
after floorplan                   640.2        0.001622                  1911                -
routing by layer:
layer / routed length [um] / vias up / global-route usage, %
met1: 1270 / 453 / 17.63
met4: 27 / 0 / 1.556
met5: 0 / - / 0
li1: - / 546 / -
met2: 1040 / 21 / 16.29
met3: 131 / 4 / 4.624
worst max-delay path, delay by kind of cell (launching register included):
family        cells  cell delay (ps)
buf+inv           1              460
simple gates      1              170
flops             1              450
final cells by class:
type / instances / share of cell area, %
Tap cell: 52 / 2.915
Clock buffer: 5 / 3.083
Inverter: 24 / 4.036
Clock inverter: 3 / 2.074
Timing Repair Buffer: 26 / 11.55
Sequential cell: 48 / 43.05
Multi-Input combinational cell: 90 / 33.30
power by group through the flow:
stage	clock network (W)	registers (W)	logic [W]
final	0.000737	0.00132	0.000398
after global routing	0.000810	0.00135	0.000472
after CTS	0.000765	0.00132	0.000409
final timing paths:
kind / end / cells past startpoint
min reg2reg: sp1.ra[7]$_DFF_P_ / 0
min: sp1.ra[7]$_DFF_P_ / 0
max reg2reg: M1.sum$_DFF_P_ / 4
max: q[4] / 2
Power and IR drop assume default switching activity.
