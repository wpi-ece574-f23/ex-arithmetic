<file path="design/flow/run.sh">
#!/bin/bash
# OpenROAD 26Q1-2900-gdf79404cd8, Yosys 0.63+post, stock flow scripts
make -C /OpenROAD-flow-scripts/flow DESIGN_CONFIG=/design/flow/config.mk WORK_HOME=/design/flow/orfs finish
</file>
<file path="design/flow/config.mk">
export PLATFORM = sky130hd
export DESIGN_NAME = adder
export DESIGN_NICKNAME = adder
export VERILOG_FILES = /design/flow/design.v
export SDC_FILE = /design/flow/constraint.sdc
export NUM_CORES = 4
export LEC_CHECK = 1
export CORE_AREA = 10 10 70 70
export DIE_AREA = 0 0 80 80
</file>
<file path="design/flow/constraint.sdc">
current_design adder

set clk_period 5.8
set clk_io_pct 0.2

create_clock -name clk0 -period $clk_period

set non_clock_inputs [all_inputs -no_clocks]
set_input_delay [expr $clk_period * $clk_io_pct] -clock clk0 $non_clock_inputs
set_output_delay [expr $clk_period * $clk_io_pct] -clock clk0 [all_outputs]
</file>
<file path="design/flow/design.v">
module adder(
	input  [7:0] a_in,
	input  [7:0] b_in,
	output [7:0] sum
);
   assign sum = a_in + b_in;
endmodule
</file>
==> results_slide.txt <==
Implementation Results

Setup path
  • CP cell instances: clkdlybuf4s50_1 > ha_1 > inv_1 > fa_1 > nor2b_4 > o31a_1 > o311ai_1 > clkdlybuf4s50_1
  • Arrival time of data at the critical path endpoint: roughly 3.2 ns
  • Critical path startpoint category: input pin
  • Worst setup path startpoint: a_in[0]
  • Critical path type: in2out
  • Logic depth of the worst setup path including buffers: 8
  • Data required time at the worst endpoint: approximately 4.6 ns
  • Slowest stage cell on the critical path: sky130_fd_sc_hd__clkdlybuf4s50_1
  • Delay of the slowest critical-path stage: approximately 0.52 ns
  • Crit-path most repeated cell: sky130_fd_sc_hd__clkdlybuf4s50_1
  • Delay-heaviest family, CP: buffers and inverters
  • Kind of end point of the critical path: output port
  • Worst-path fanout max: 3
  • CP bufs+invs: 3

Synthesis
  • Synth warn: 0
  • Post-synth seq share: 0%
  • Distinct lib cells used: 23
  • Most area-consuming cells after synthesis: sky130_fd_sc_hd__ha_1, sky130_fd_sc_hd__a21oi_1, sky130_fd_sc_hd__o211ai_1
  • Library cell with the largest summed area after synthesis: sky130_fd_sc_hd__ha_1
  • Simple-Gate Fraction of Synth Area: between 10 and 15%
  • Xor/xnor share of the synthesized area: between 10% and 20%
  • Top comb family, area: AND-OR/OR-AND gates
  • Compound Share, Synth: 37.4%
  • Proportion of synthesized area in mux cells: 0%
  • Share of Yosys cell area claimed by the top area cell type: 26.4%
  • Area of the synthesized netlist per yosys stat: around 330 um2
  • Post-Syn Area: 332 um2
  • Mean post-synth cell area: 7.89 um2
  • Yosys stat cell total: roughly 42
  • Post-Synth Adder-Cell Area: between 30% and 40%
  • Cell count after synthesis: between 40 and 50

Die
  • Init Core Util: under 10%
  • Overall die width: about 80 um
  • Total die area: approximately 6400 um2
  • I/O Pins: 24
  • Placeable core area: about 3400 um2
  • Num rows: 21
  • Die outline height: 80 um

Timing
  • Worst slew slack as a fraction of its limit: 73.0%
  • Max frequency: roughly 230 MHz
  • Worst Hold Slack: between 3 and 4 ns
  • RSZ-0062 raised after global routing: no
  • Total Negative Setup Slacks: 0 ns
  • Number of endpoints failing setup at the final stage: 0
  • Period Utilization, post-route: between 70 and 80%
  • Transition time at the pin with the least slew margin: slightly above 0.4 ns
  • Final period demand of the worst path: ~4.4 ns
  • Final Hold Violation Tally: 0
  • Total count of max-transition violations in the final report: 0

Routing
  • Number of detailed-route iterations in the first pass: 5
  • Detail-routed via count per cell: about 3.6
  • Antenna diode count: 0
  • Remaining design rule violation count: 0
  • Average wire per standard cell: between 9 and 10 um
  • Total number of vias: about 400
  • Antenna-violating nets left: 0
  • Total detailed-routing wirelength: 1110 um
  • 1st-iter DRT viols: 7

Final layout
  • CLK BUF: 0
  • Storage element area: 0 um2
  • Layout Utilization: a little under a fifth
  • Share of cells above drive strength 1: 1.52%
  • Flop count: 0
  • Signed area change from the synthesized netlist to the final layout: 89.8%
  • Final instance count without filler cells: about 110

Clock tree
  • Post-CTS Setup Bufs: 0
  • Resized Gates After CTS: 0
  • # hold bufs at CTS: 0

Pwr
  • Switching Share: 34.9%
  • Worst voltage drop across the vdd grid: between 0.00002 and 0.00003 V
  • Leakage power summed over all cells: roughly 0.24 nW
  • P_sw: 0.0000216 W
  • PwrDens: a little under 100 nW/um2
  • Proportion of power drawn by combinational gates: 100.0%
  • Internal power: slightly above 0.00004 W
  • Relative contribution of sequential cells to total power: 0%
  • Clock share of power: 0%

Placed design
  • Sum of net half-perimeters after detailed placement: between 1000 and 1500 um
  • Final weighted congestion in routability-driven placement: around 0.7
  • Post-placement cell count: about 110
  • Number of I/O port buffers: 24

GRT
  • Gr usage total: 3.38%
  • Pin count of the biggest net entering global routing: 7
  • Sum of overflow across all layers after global routing: 0
  • Vias in the first global route: between 400 and 500
  • Global-route wire length before repair: approximately 1800 um
  • Antenna violations before repair: 0

Min path
  • Start point of the worst hold path: b_in[0]
  • Worst Hold Path Cells: 3
  • Tightest Hold Check Type: in2out

Job
  • Tool warnings: 32
  • Max-capacitance violation count: 0

Status
  • Run status: complete, no violations
-- path summary, 6_finish.rpt --
path / end / slack (ns)
setup / recovery: sum[6] / 1.43
hold / removal: sum[0] / 3.35
-- layout make-up --
| class | instances | area, um2 |
|---|---|---|
| fillers | 402 | 2790 |
| inverters | 5 | 18.8 |
| multi-input cells | 37 | 313 |
| repair buffers | 24 | 240 |
| well taps | 46 | 57.6 |
-- power by group through the flow --
stage	combinational [W]	sequential (W)	clock [W]
final	0.0000618	0	0
after global routing	0.0000696	0	0
after CTS	0.0000634	0	0
-- per-stage QoR --
step                total power [W]  cell area, um2  setup slack (ns)
floorplan                 0.0000263             332              2.50
global placement          0.0000628             629              1.43
detailed placement        0.0000628             629              1.41
CTS                       0.0000634             629              1.41
global route              0.0000696             629              1.29
finish                    0.0000618             629              1.43
-- metal layers --
layer	GRT usage (%)	part of all wire, %	vias up
li1	-	-	211
met1	4.17	43	173
met2	5.14	38	18
met3	2.16	19	0
met4	0	0	0
met5	0	0	-
-- cell families (layout without fill, tap and decap cells) --
logic type	count (synthesis)	in the layout
AND-OR/OR-AND	18	18
adder cells (fa/ha/maj)	8	8
buffers and inverters	5	29
AND/OR/NAND/NOR	7	7
XOR/XNOR	4	4
-- synth_stat cells --
master / n
sky130_fd_sc_hd__o31a_1: 1
sky130_fd_sc_hd__o311ai_0: 1
sky130_fd_sc_hd__ha_1: 7
sky130_fd_sc_hd__nand2_1: 1
sky130_fd_sc_hd__inv_1: 5
sky130_fd_sc_hd__a221oi_1: 1
sky130_fd_sc_hd__xnor2_1: 2
sky130_fd_sc_hd__o2bb2ai_1: 1
sky130_fd_sc_hd__nor2_1: 1
sky130_fd_sc_hd__nor2b_4: 1
sky130_fd_sc_hd__a21o_1: 1
sky130_fd_sc_hd__a211oi_1: 1
sky130_fd_sc_hd__fa_1: 1
sky130_fd_sc_hd__o311ai_1: 1
sky130_fd_sc_hd__nor3_1: 1
sky130_fd_sc_hd__nor2b_1: 1
sky130_fd_sc_hd__a21oi_1: 5
sky130_fd_sc_hd__xor2_1: 2
sky130_fd_sc_hd__nor3b_1: 1
sky130_fd_sc_hd__nand2b_1: 1
sky130_fd_sc_hd__o211ai_1: 3
sky130_fd_sc_hd__o21ai_0: 2
sky130_fd_sc_hd__o21a_1: 1
-- cells in the final DEF (no fill, tap or decap), drive strengths merged --
| cell type | instances |
|---|---|
| fa | 1 |
| o211ai | 3 |
| inv | 5 |
| nor3b | 1 |
| xnor2 | 2 |
| o21a | 1 |
| o31a | 1 |
| xor2 | 2 |
| o311ai | 2 |
| nor2 | 1 |
| nand2 | 1 |
| nor3 | 1 |
| a21o | 1 |
| a21oi | 5 |
| o21ai | 2 |
| clkdlybuf4s50 | 24 |
| ha | 7 |
| a211oi | 1 |
| nor2b | 2 |
| nand2b | 1 |
| o2bb2ai | 1 |
| a221oi | 1 |
-- tightest hold or removal path: cells and delay by family --
kind,cells,cell delay [ns]
fa+ha+maj,1,0.12
buf+inv,2,0.91
Power and IR drop assume default switching activity.
