`flow/config.mk`:
```
export PLATFORM = sky130hd
export DESIGN_NAME = topadd
export DESIGN_NICKNAME = topadd
export VERILOG_FILES = /design/flow/design.v
export SDC_FILE = /design/flow/constraint.sdc
export NUM_CORES = 4
export LEC_CHECK = 1
export CORE_UTILIZATION = 30
```
`flow/run.sh`:
```
#!/bin/bash
# OpenROAD 26Q1-2900-gdf79404cd8, Yosys 0.63+post, stock flow scripts
make -C /OpenROAD-flow-scripts/flow DESIGN_CONFIG=/design/flow/config.mk WORK_HOME=/design/flow/orfs finish
```
`flow/design.v`:
```
module ps (
    input logic [7:0] a,
    input logic sync,
    input logic clk,
    output logic as
);
    logic [7:0] ra;
    always_ff @(posedge clk)
        if (sync)
            ra <= a;
        else
            ra <= {1'b0, ra[7:1]};
    assign as = ra[0];
endmodule
module serialadd (
    input logic a,
    input logic b,
    output logic s,
    input logic sync,
    input logic clk
);
    logic carry, q;
    always_ff @(posedge clk)
        if (sync)
            begin
                carry <= a & b;
                q <= a ^ b;
            end
        else
            begin
                q <= a ^ b ^ carry;
                carry <= (a & b) | (b & carry) | (carry & a);
            end
    assign s = q;
endmodule
module sp (
    input logic as,
    input logic sync,
    input logic clk,
    output logic [7:0] a
);
    logic [7:0] ra;
    always_ff @(posedge clk)
        ra <= {as, ra[7:1]};
    assign a = sync ? ra : 8'b0;
endmodule
module topadd (
    input logic [7:0] a,
    input logic [7:0] b,
    input logic [7:0] c,
    input logic [7:0] d,
    output logic [7:0] q,
    input logic clk,
    input logic rst
);
    logic [7:0] ctl;
    wire ctl0, ctl1, ctl2, ctl3;
    always_ff @(posedge clk)
        if (rst)
            ctl <= 8'b1;
        else
            ctl <= {ctl[6:0], ctl[7]};
    assign ctl0 = ctl[0];
    assign ctl1 = ctl[1];
    assign ctl2 = ctl[2];
    assign ctl3 = ctl[3];
    logic as, bs, cs, ds, abs, cds, sums;
    ps ps1(a, ctl0, clk, as);
    ps ps2(b, ctl0, clk, bs);
    ps ps3(c, ctl0, clk, cs);
    ps ps4(d, ctl0, clk, ds);
    serialadd a1(as, bs, abs, ctl1, clk);
    serialadd a2(cs, ds, cds, ctl1, clk);
    serialadd a3(abs, cds, sums, ctl2, clk);
    sp sp1(sums, ctl3, clk, q);
endmodule
```
`flow/constraint.sdc`:
```
current_design topadd

set clk_period 1.8
set clk_io_pct 0.2

create_clock -name clk0 -period $clk_period [get_ports {clk}]

set non_clock_inputs [all_inputs -no_clocks]
set_input_delay [expr $clk_period * $clk_io_pct] -clock clk0 $non_clock_inputs
set_output_delay [expr $clk_period * $clk_io_pct] -clock clk0 [all_outputs]
```
==> metrics.yaml <==
path_buffers: 1
yosys-stat-cells: 118
first_global_vias: 920
crit_family: "buffers and inverters"
cts_tree: "built"
leakage_nw: 1.01
crit_arrival_ns: 1.31
use_met3_pct: 3.23
ys_area_um2: 1840
synth_top_area_share_pct: 58.7
wl_per_cell_um: 9.78
synth_flops: 54
crit_fanout: 9
ys_seq_share_pct: 58.7
met1_usage_pct: 11.9
fin_skew_ns: 0.00767
logic_area_um2: 699
min_period_ns: 1.67
hold_violations: 0
postSynth.asyncResetShare_pct: 0
crit_chain: "and2_1, clkdlybuf4s50_1"
wirelength_mm: 2.34
drcViolationCount: 0
top_cells_by_area: "dfxtp_1 59%, mux2_4 20%, mux2_2 5.5%, and2_1 4.1%, fa_1 3.3%"
hold_class: "reg2reg"
p_total_mw: 2.50
hold_start: "a3.q$_DFF_P_"
worst_r2r_endpoint: "a3.q$_DFF_P_"
grt_pass1_wl_mm: 4.07
flop_cell: "dfxtp_1"
ys_types: 10
ios: 42
syn-instance-count: 118
grt_max_degree: 34
antenna_found_initial: 0
cts_sinks: 54
fp_util_pct: 31.1
yosys_warnings: 4
maxSlewHeadroom_pct: 82.4
coreArea_um2: 5920
antenna_cells: 0
fin_setup_tns_ns: 0
mappedNetlistArea_um2: 1840
die_height_um: 80.4
hold_path_depth: 0
cts_buffer_depth: 2
fill_cells: 529
finalCritPeriodShare_pct: 92.9
cts_buffers: 5
drive_gt1_share_pct: 26.8
clock_latency_ns: 0.29
critPathMaxStageDelay_ns: 0.46
cts_setup_buffers: 0
die_x_um: 80.4
edf_count: 0
cp-end-kind: "primary output"
ant_nets: 0
syn_avg_cell_area_um2: 15.6
yosysTopAreaCell: "dfxtp_1"
worstReg2RegStart: "a1.q$_DFF_P_"
worstSetupPathType: "reg2out"
vias: 951
worst_slew_pin_slew_ns: 0.263
hpwl_mm: 1.63
cts_max_level: 2
vdd_drop_max_v: 0.000446
cap_violations: 0
r2r_cells: 2
warnings: 25
io_buffer_count: 41
yosys-top-cells-count: "54 x dfxtp_1, 25 x mux2_4, 12 x and2_1"
worstPathRequired_ns: 1.44
r2r_slack_ns: 0.62
area_delta_synth_final_pct: 30.1
crit_slowest_cell: "clkdlybuf4s50_1"
first_iter_violations: 38
cts_root_buffer: "clkbuf_8"
chip_area_um2: 6460
grt_usage_pct: 8.30
top_cell: "dfxtp_1"
path_clk_slew_ns: 0.09
grt_overflow: 0
outcome: "complete, no violations"
firstDrtPassIters: 2
grt_busiest_layer: "met2"
max_freq_ghz: 0.598
rsz0062_at_grt: "no"
drv_slew: 0
rows: 28
setup_violations: 0
ctsResizeCount: 0
seq_area_um2: 1080
place.gp.congestion: 0.762
cts_hold_buf: 0
viasPerCell: 3.98
p_per_area_nw_per_um2: 1040
hold_end: "sp1.ra[7]$_DFF_P_"
cp_num_cells: 2
globalRouteMet2Util_pct: 12.5
start_kind: "flop"
==> final cells by class <==
| class | instances | share of cell area (%) |
|---|---|---|
| Clock buffer | 7 | 3.60 |
| Clock inverter | 1 | 0.209 |
| Multi-Input combinational cell | 60 | 29.2 |
| Sequential cell | 54 | 45.1 |
| Tap cell | 75 | 3.91 |
| Timing Repair Buffer | 42 | 18.0 |
==> cell families after synthesis <==
family	after synthesis	share of synthesized area, %
adders and majority gates	6	5.30
buffers and inverters	4	3.39
DFF	54	58.7
muxes	34	25.9
and+or+nand+nor	20	6.79
==> flip-flops by register name, indices dropped and copies added (netlist names) <==
signal    cells
ps4.ra        8
ps3.ra        8
a1.carry      1
a3.carry      1
ps2.ra        8
ps1.ra        8
a2.q          1
sp1.ra        8
a3.q          1
ctl           8
a1.q          1
a2.carry      1
==> worst max-delay path by stage <==
stage                             start    to  slack (ns)
after global routing  ctl[3]$_SDFF_PP0_  q[6]       0.002
after CTS             ctl[3]$_SDFF_PP0_  q[0]        0.11
final                 ctl[3]$_SDFF_PP0_  q[3]        0.13
==> routing by layer <==
layer	wire length (um)	part of all wire [%]
met1	1130	48
met2	971	42
met3	223	9.5
met4	14	0.60
met5	0	0
==> power breakdown <==
group | leakage [nW] | switching [mW] | internal [mW]
combinational | 0.506 | 0.0893 | 0.256
clock | 0.0482 | 0.345 | 0.311
sequential | 0.453 | 0.0888 | 1.42
total | 1.01 | 0.523 | 1.98
==> cells in the final DEF (no fill, tap or decap) <==
cell,count
dfxtp_1,53
or2_2,1
dfxtp_2,1
fa_1,3
clkinv_2,1
clkdlybuf4s50_1,41
clkbuf_1,1
nor2b_1,7
clkbuf_8,6
mux2_4,25
and2_1,12
ha_1,3
mux2_2,9
buf_12,1
==> per-stage QoR <==
step	setup slack, ns	instance area (um2)	util, %	hold slack (ns)	instances
global placement	0.466	2310	38.9	0.311	231
detailed placement	0.424	2310	38.9	0.323	231
floorplan	0.667	1840	-	0.310	118
global route	0.00218	2400	40.5	0.361	239
CTS	0.112	2400	40.5	0.352	239
finish	0.127	2400	40.5	0.349	239
Power figures rest on the tool's default switching activity, not on a simulated workload.
